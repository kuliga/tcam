`flow/constraint.sdc`:
```
current_design tcam

set clk_period 5.0
set clk_io_pct 0.2

create_clock -name clk0 -period $clk_period [get_ports {clk}]

set non_clock_inputs [all_inputs -no_clocks]
set_input_delay [expr $clk_period * $clk_io_pct] -clock clk0 $non_clock_inputs
set_output_delay [expr $clk_period * $clk_io_pct] -clock clk0 [all_outputs]
```
`flow/config.mk`:
```
export PLATFORM = sky130hd
export DESIGN_NAME = tcam
export DESIGN_NICKNAME = tcam
export VERILOG_FILES = /design/flow/design.v
export SDC_FILE = /design/flow/constraint.sdc
export NUM_CORES = 4
export LEC_CHECK = 1
export CORE_UTILIZATION = 30
export SYNTH_HDL_FRONTEND = slang
```
`flow/run.sh`:
```
#!/bin/bash
# OpenROAD 26Q1-2900-gdf79404cd8, Yosys 0.63+post, stock flow scripts
make -C /OpenROAD-flow-scripts/flow DESIGN_CONFIG=/design/flow/config.mk WORK_HOME=/design/flow/orfs finish
```
`flow/design.v`:
```
`timescale 1ns / 1ps
 module mem_arr#
	(
		WORD_WIDTH = 8,
		WORD_NUM = 8
	)
	(
		clk,
		rst_n,
		word,
		mask,
		addr,
		opcode,  
		req,
		clr,
		line
	);
input wire clk;
input wire rst_n;
input wire [WORD_WIDTH - 1 : 0] word;
input wire [WORD_WIDTH - 1 : 0] mask;
input wire [$clog2(WORD_NUM) - 1 : 0] addr;
input wire opcode;
input wire req;
input wire clr;
output wire [WORD_NUM - 1 : 0] line;
 reg [2 * WORD_WIDTH - 1 : 0] mem_arr[WORD_NUM - 1 : 0];
reg [WORD_NUM - 1 : 0] entry_valid;
reg [WORD_NUM - 1 : 0] line_reg;
assign line = line_reg;
integer i, j;
always @(posedge clk) begin
	if (rst_n == 1'b0) begin
		entry_valid <= {WORD_NUM{1'b0}};
		for (j = 0; j < WORD_NUM; j = j + 1) begin
			mem_arr[j] <= {2 * WORD_WIDTH{1'b0}};
		end
	end else begin
		if (req == 1'b1 && opcode == 1'b0) begin
			entry_valid[addr] <= ~clr;
			mem_arr[addr][2 * WORD_WIDTH - 1 : WORD_WIDTH] <= word;
			mem_arr[addr][WORD_WIDTH - 1 : 0] <= mask;
		end
	end
end
always @(posedge clk) begin
	if (rst_n == 1'b0) begin
        line_reg <= {WORD_WIDTH{1'b0}};
	end else begin
		if (req == 1'b1 && opcode == 1'b1) begin
			for (i = 0; i < WORD_NUM; i = i + 1) begin
				line_reg[i] <= entry_valid[i] &
				                ((word & mem_arr[i][WORD_WIDTH - 1 : 0]) ==
						mem_arr[i][2 * WORD_WIDTH - 1 : WORD_WIDTH]);
			end
		end
	end
end
endmodule
`timescale 1ns / 1ps
  module priority_encoder#
	(
		N = 8  
	)
	(
		in,
		idx,
		vld
	);
input wire [N - 1 : 0] in;
output wire [$clog2(N) - 1 : 0] idx;
output wire vld;
localparam N_K = N / 2;  
generate
    if (N == 2) begin   
		assign vld = in[0] | in[1];
		assign idx = in[0] ? (1'b0) : (in[1] ? (1'b1) : (1'bX));
	end else begin  
		wire [$clog2(N_K) - 1 : 0] idx0, idx1;
		wire vld0, vld1;
		priority_encoder#
		(
			.N(N_K)
		)
		priority_encoder_0
		(
			.in(in[N_K - 1 : 0]),
			.vld(vld0),
			.idx(idx0)
		);
		priority_encoder#
		(
			.N(N_K)
		)
		priority_encoder_1
		(
			.in(in[N - 1 : N_K]),
			.vld(vld1),
			.idx(idx1)
		);
		assign vld = vld0 | vld1;
		assign idx = vld ? (vld0 ? {1'b0, idx0} : {1'b1, idx1}) : (1'bX); 
	end
endgenerate
endmodule
`timescale 1ns / 1ps
module ram#
	(
		DATA_WIDTH = 8, 
		ADDR_WIDTH = 8
	)
	(
		clk,
		rst_n,
		wr_addr,
		wr_en,
		wr_data,
		rd_addr,
		rd_data
	);
input wire clk;
input wire rst_n;
input wire [ADDR_WIDTH - 1 : 0] wr_addr;
input wire wr_en;
input wire [DATA_WIDTH - 1 : 0] wr_data;
input wire [ADDR_WIDTH - 1 : 0] rd_addr;
output wire [DATA_WIDTH - 1 : 0] rd_data;
(* ram_style="block" *)reg [DATA_WIDTH - 1 : 0] mem[2 ** ADDR_WIDTH - 1 : 0];
reg [DATA_WIDTH - 1 : 0] rd_data_reg;
assign rd_data = rd_data_reg;
integer i;
always @(posedge clk) begin
	if (rst_n == 1'b0) begin
		for (i = 0; i < 2 ** ADDR_WIDTH; i = i + 1) begin
			mem[i] <= {DATA_WIDTH{1'b0}};
		end
	end else begin
		if (wr_en == 1'b1) begin
			mem[wr_addr] <= wr_data; 
		end
		rd_data_reg <= mem[rd_addr];
	end
end
endmodule
`timescale 1ns / 1ps
module tcam#
	(
		WORD_WIDTH = 8,
		ADDR_WIDTH = 4,
		DATA_WIDTH = 8,
		DATA_SIZE_PER_ENTRY = 4
	)
	(
		clk,
		rst_n,
		ack,
		opcode,  
		req,
		clr,
		word,
		mask_in,
		addr_in,
		data_in,
		valid,
		data_out
	);
input wire clk;
input wire rst_n;
input wire ack;
input wire opcode;
input wire req;
input wire clr;
input wire [WORD_WIDTH - 1 : 0] word;
input wire [WORD_WIDTH - 1 : 0] mask_in;
input wire [ADDR_WIDTH - 1 : 0] addr_in;
input wire [DATA_WIDTH - 1 : 0] data_in;
output wire valid;
output wire [DATA_WIDTH - 1 : 0] data_out;
reg valid_reg;
wire valid_wire;
wire vld;
assign valid = ack ? 1'b0 : valid_reg;
wire [2 ** ADDR_WIDTH - 1 : 0] line;
wire [ADDR_WIDTH - 1 : 0] encoded_addr;
assign valid_wire = vld; 
always @(posedge clk) begin
    if (rst_n == 1'b0) begin
        valid_reg <= 1'b0;
    end else begin
        valid_reg <= valid_wire;
    end
end
mem_arr#
	(
		.WORD_WIDTH(WORD_WIDTH),
		.WORD_NUM(2 **ADDR_WIDTH)
	)
mem_arr_0	
	(
		.clk(clk),
		.rst_n(rst_n),
		.opcode(opcode),
		.req(req),
		.clr(clr),
		.word(word),
		.mask(mask_in),
		.addr(addr_in),
		.line(line)
	);
priority_encoder#
	(
		.N(2 ** ADDR_WIDTH)
	)
priority_encoder_0
	(
		.in(line),
		.vld(vld),
		.idx(encoded_addr)
	);
ram#
	(
		.DATA_WIDTH(DATA_WIDTH),
		.ADDR_WIDTH(ADDR_WIDTH)
	)
ram_0
	(
		.clk(clk),
		.rst_n(rst_n),
		.wr_addr(addr_in),
		.wr_en(~opcode),
		.wr_data(data_in),
		.rd_addr(encoded_addr),
		.rd_data(data_out)
	);
endmodule
```
==> flow_metrics.env <==
# physical design summary
export IMPL_status="complete, no violations"
export IMPL_syn_area_per_cell_um2=12.72
export IMPL_p_per_area_nw_per_um2=354.9
export IMPL_worst_slew_pin_transition_ns=0.8972
export IMPL_clkTransAtPathRegs_ns=0.06
export IMPL_clockBufferDepth=3
export IMPL_netlist_instances=1504
export IMPL_grt_util_met3=0.07061
export IMPL_synth_cell_type_count=42
export IMPL_avgViaCountPerCell=4.536
export IMPL_cts_hold_buf=0
export IMPL_ys_area_um2=19140
export IMPL_maxSlewViolCount=0
export IMPL_ys_cells=1504
export IMPL_critPathKind="register to register"
export IMPL_flop_area_um2=12430
export IMPL_rsz0062_at_grt="false"
export IMPL_worstSetupEndpoint="ram_0.rd_data[1]"
export IMPL_core_um2=63080
export IMPL_ios=43
export IMPL_ys_warn_count=0
export IMPL_clk_latency_ns=0.57
export IMPL_ys_ff=425
export IMPL_cap_violations=0
export IMPL_cts_sinks=425
export IMPL_syn_to_final_growth_pct=15.64
export IMPL_regMostFlops="mem_arr_0.mem_arr"
export IMPL_firstDrtPassIters=5
export IMPL_cts_buffers=45
export IMPL_fin_skew_ns=0.01198
export IMPL_io_buffer_count=42
export IMPL_drt_total_wl_um=43860
export IMPL_final_antenna_net_count=0
export IMPL_grt_max_degree=40
export IMPL_cts_resized=0
export IMPL_die_area_um2=64810
export IMPL_core_util_floorplan=0.3034
export IMPL_setup_viol=0
export IMPL_rows=92
export IMPL_warnings=25
export IMPL_finalWeightedCongestion=0.8734
export IMPL_grt_pass1_wl_um=67150
export IMPL_post_dp_hpwl_um=26110
export IMPL_cts_setup_buffers=0
export IMPL_hp_class="register to register"
export IMPL_end_kind="register"
export IMPL_ir_drop_mv=0.2090
export IMPL_ys_flop_type="edfxtp_1"
export IMPL_max_freq_ghz=0.2995
export IMPL_edf_count=392
export IMPL_fin_crit_ns=3.338
export IMPL_cp_startpoint="mem_arr_0.line[3]"
export IMPL_cp_required_ns=5.30
export IMPL_wire_per_inst_um=17.93
export IMPL_relSlewSlack=0.3992
export IMPL_critPathMaxFanout=14
export IMPL_cts_tree="done"
export IMPL_placed_cell_area_um2=20680
export IMPL_synth_cell_area_um2=19140
export IMPL_largest_reg_flops=256
export IMPL_grt_pass1_vias=11290
export IMPL_drc=0
export IMPL_die_h_um=254.6
export IMPL_cp_start_kind="register"
export IMPL_reg2reg_depth=8
export IMPL_regToRegSetupSlack_ns=1.66
export IMPL_antenna_found_initial=3
export IMPL_grt_overflow=0
export IMPL_nFillCells=6026
export IMPL_postSynthSeqShare=0.6496
export IMPL_synth_async_reset_ratio=0
export IMPL_drt_iter0_markers=757
export IMPL_tns_ns=0
export IMPL_cp_arrival_ns=3.64
export IMPL_drive_gt1_frac=0.07697
export IMPL_vias=11100
export IMPL_topCellsByArea="edfxtp_1 62%, and2_1 13%, xor2_1 5.9%, dfxtp_1 3.5%, mux2i_1 3.2%"
export IMPL_top_usage_layer="met2"
export IMPL_top_regs="mem_arr_0.mem_arr x256, ram_0.mem x128"
export IMPL_grtUsageMet2=0.2293
export IMPL_reg2reg_to="ram_0.rd_data[1]"
export IMPL_static_leakage_power_nw=7.932
export IMPL_yosysTopAreaCellShare=0.6151
export IMPL_comb_area_um2=6275
export IMPL_grt_usage=0.1469
export IMPL_hold_viol=0
export IMPL_synth_area_leader_cell="edfxtp_1"
export IMPL_timing_final_crit_share=0.6677
export IMPL_met1_usage=0.1908
export IMPL_die_x_um=254.6
export IMPL_htree_levels=2
export IMPL_cts_root_buf="clkbuf_16"
export IMPL_rr_startpoint="mem_arr_0.line[3]"
export IMPL_postLayoutCellArea_um2=22130
## per-layer routing
metal  up-vias  part of all wire
met3        72              0.10
li1       5402                 -
met5         -           0.00027
met1      5226              0.41
met2       394              0.47
met4         2             0.023
## Yosys cell counts (all sizes together), types with 8 or more instances
cell type / n
nand3: 11
or4: 9
dfxtp: 33
xor2: 128
buf: 8
o41ai: 16
edfxtp: 392
clkbuf: 78
o32ai: 15
and2: 384
nor2: 40
nand4: 34
o21ai: 33
and3: 16
nand2: 160
mux2i: 61
o22ai: 30
inv: 19
## worst max-delay path: stages, from the launching register on
cell and delay [ns]:
dfxtp_1 0.55, nor2_1 0.09, a221o_1 0.34, a21oi_1 0.44
or2_1 0.28, buf_4 0.33, mux2i_1 0.33, o22ai_1 0.17
or4_1 0.53
## per-stage QoR
stage | hold WS, ns | worst slack, ns | util | power [mW] | cells
6_report | 0.4665 | 1.662 | 0.3508 | 7.855 | 2446
5_1_grt | 0.4898 | 1.440 | 0.3508 | 8.128 | 2446
2_1_floorplan | 0.4405 | 1.781 | - | 4.433 | 1504
3_3_place_gp | 0.4490 | 1.574 | 0.3278 | 4.639 | 2363
3_5_place_dp | 0.4586 | 1.526 | 0.3278 | 4.650 | 2363
4_1_cts | 0.4664 | 1.704 | 0.3508 | 7.937 | 2444
## power by group
part	internal (mW)	switching, mW	total, mW
logic	0.149	0.297	0.445
registers	4.06	0.0549	4.12
clock network	1.96	1.33	3.29
total	6.17	1.68	7.85
## how the worst min path moves through the flow
stage / startpoint / to / slack [ns] / cells after the start
CTS: mem_arr_0.entry_valid[9] / mem_arr_0.entry_valid[9] / 0.47 / 2
global route: mem_arr_0.entry_valid[12] / mem_arr_0.entry_valid[12] / 0.49 / 2
finish: mem_arr_0.entry_valid[15] / mem_arr_0.entry_valid[15] / 0.47 / 2
## layout make-up
type	count	area share
antenna	2	0.0002261
clock buffer	71	0.05948
clock inverter	10	0.005880
inverter	19	0.003223
multi-input combinational	974	0.2835
sequential	425	0.5617
tap	846	0.04783
timing repair buffer	99	0.03810
## logic make-up (layout without fill, tap and decap cells)
| kind of cell | Yosys count | after routing | share of synthesized area |
|---|---|---|---|
| buffers and inverters | 105 | 199 | 0.02282 |
| AOI/OAI and AO/OA | 106 | 106 | 0.03877 |
| DFF | 425 | 425 | 0.6496 |
| muxes | 61 | 61 | 0.03190 |
| and+or+nand+nor | 679 | 679 | 0.1984 |
| xor gates and xnor gates | 128 | 128 | 0.05858 |
| other | 0 | 2 | 0 |
## placed cells by master, fill, tap and decap left out, types with 2 or more instances in the layout
cell and n:
nor4_4 3, nand3b_1 2, mux2i_1 61, nor2_1 39, nand2_1 159, inv_1 19
clkbuf_8 5, o21ai_1 16, nand3_1 11, o211ai_1 3, diode_2 2, nand4_1 34
buf_4 57, o22ai_1 30, and2_1 384, clkdlybuf4s50_1 41, nand2b_1 4, nor2b_1 7
and3_1 16, bufinv_16 3, dfxtp_1 33, clkinv_1 4, o41ai_1 16, or4_1 9
edfxtp_1 392, nor3_1 3, clkbuf_16 47, or3_1 3, o21ai_0 17, clkbuf_1 19
xor2_1 128, o32ai_1 15
Power and IR drop assume default switching activity.
